[/design/flow/run.sh]
#!/bin/bash
# OpenROAD 26Q1-2900-gdf79404cd8, Yosys 0.63+post, stock flow scripts
make -C /OpenROAD-flow-scripts/flow DESIGN_CONFIG=/design/flow/config.mk WORK_HOME=/design/flow/orfs finish
[/design/flow/design.v]
module fifo_buffer #(
parameter [4 -1 :0] SYM_BW = 8,
parameter DEPTH = 1024
)(
input         clk     ,
input         rst     ,
input         rd      ,
input         wr     ,
input [SYM_BW-1:0]   datain   ,
output reg [SYM_BW-1:0]  dataout  ,
output        empty,
output        full
);
reg [9:0] read_ptr,write_ptr,counter;
reg [SYM_BW-1:0] ram [DEPTH - 1:0];
always @(posedge clk)
 if(rst)
  begin
  read_ptr <= 0;
  write_ptr <= 0;
  counter <= 0;
  dataout <= 0;
  end
 else
 case({rd,wr})
  2'b00: counter <= counter;
  2'b01: begin
     ram[write_ptr] <= datain;
     counter <= counter+1;
     write_ptr <= (write_ptr== DEPTH-1)?0:write_ptr+1;
     end
  2'b10: begin
     dataout <= ram[read_ptr];
     counter <= counter-1;
     read_ptr <= (read_ptr== DEPTH-1)?0:read_ptr+1;
     end
  2'b11: begin
     if(counter==0)
      dataout <= datain;
     else
      begin
       ram[write_ptr] <= datain;
       dataout <= ram[read_ptr];
       write_ptr <= (write_ptr==DEPTH-1)?0:write_ptr+1;
       read_ptr <= (read_ptr==DEPTH-1)?0:read_ptr+1;
      end
     end
 endcase
assign empty=(counter==0);
assign full=(counter==DEPTH-1);
endmodule
[/design/flow/config.mk]
export PLATFORM = sky130hd
export DESIGN_NAME = fifo_buffer
export DESIGN_NICKNAME = fifo_buffer
export VERILOG_FILES = /design/flow/design.v
export SDC_FILE = /design/flow/constraint.sdc
export NUM_CORES = 4
export LEC_CHECK = 1
export CORE_UTILIZATION = 50
export SYNTH_MEMORY_MAX_BITS = 65536
[/design/flow/constraint.sdc]
current_design fifo_buffer

set clk_period 177.9
set clk_io_pct 0.2

create_clock -name clk0 -period $clk_period [get_ports {clk}]

set non_clock_inputs [all_inputs -no_clocks]
set_input_delay [expr $clk_period * $clk_io_pct] -clock clk0 $non_clock_inputs
set_output_delay [expr $clk_period * $clk_io_pct] -clock clk0 [all_outputs]
==> flow_metrics.py <==
# Auto-generated metrics
metrics = {
    "routing": {
        "via_count": 159000,
        "drtIter0Drc": 12300,
        "post_drt_wl_per_cell_um": 40.6,
        "viasPerCell": 6.46,
        "firstDrtPassIters": 8,
        "wirelength_um": 1000000,
        "drc": 0,
        "antenna_left": 0,
    },
    "sta": {
        "relSlewSlack_pct": 3.30,
        "hold-worst-slack_ps": 489,
        "tightest_slew_ps": 1440,
        "fin_tns_setup_ps": 0,
        "rsz0062_at_grt": "false",
        "max_freq_ghz": 0.0252,
        "skew_ps": 73.3,
        "setup_viol": 0,
        "slew_violations": 0,
        "fin_crit_sh_pct": 22.3,
        "period_needed_ps": 39700,
        "finalHoldViolations": 0,
    },
    "synth": {
        "synth-async-reset-ratio_pct": 0,
        "topCellsByArea": "edfxtp_1 (77%), mux4_2 (15%), nor2_1 (1.4%)",
        "numSynthFlops": 8240,
        "yosysTopAreaCellShare_pct": 76.9,
        "ys_seq_share_pct": 77.2,
        "top_area_cell": "edfxtp_1",
        "syn_inst": 14800,
        "synth_top_flop_cell": "edfxtp_1",
        "yosysUniqueCellTypes": 85,
        "avgSynthCellArea_um2": 21.6,
        "syn-cell-area_um2": 320000,
        "synth_warnings": 1,
        "ys_cells": 14800,
        "synth-edff-count": 8192,
        "ys_area_um2": 320000,
    },
    "setup_path": {
        "path_class": "primary input to flip-flop",
        "crit_arrival_ps": 40460,
        "cp_cell_sequence": "clkdlybuf4s50_1 > ha_1 > a21oi_1 > nor2_1 > and2_1 > nand2_4 > buf_4 > buf_4 > buf_4 > nor2_1",
        "start_kind": "primary input",
        "worstPathRequired_ps": 178660,
        "r2r-end": "dataout[4]",
        "crit_path_end_kind": "flip-flop",
        "slowest_stage": "clkdlybuf4s50_1",
        "cpPeakStageDelay_ps": 800,
        "cp_max_fo": 11,
        "path_buffers": 4,
        "reg2reg_slack_ps": 169360,
        "reg2reg_depth": 16,
        "path_delay_family": "simple AND/OR/NAND/NOR gates",
        "worst_path_most_repeated_cell": "buf_4",
    },
    "grt": {
        "grt_start_max_net_pins": 103,
        "grt_pass1_vias": 177000,
        "overflow": 0,
        "grt_use_total_pct": 35.6,
        "grt_pass1_wl_um": 1380000,
        "antenna_found_initial": 95,
    },
    "power": {
        "p_clk_share_pct": 41.5,
        "switchingPower_uw": 886,
        "irDropWorstVdd_mv": 0.0109,
        "p_int_mw": 3.18,
        "powerDensity_nw_per_um2": 11.4,
        "p_leak_nw": 108,
        "p_seq_share_pct": 52.5,
        "switching_share_pct": 21.8,
        "pwr-share-comb_pct": 6.0,
    },
    "clocking": {
        "cts_resized": 0,
        "post_cts_buffers": 0,
        "cts.htree.levels": 6,
        "insertion_delay_ps": 1200,
        "cts-root-buf": "clkbuf_16",
        "cts.sinks": 8240,
        "tritoncts": "yes",
        "cts_made_buffers": 803,
        "hold_buffers": 0,
        "clk_pin_slew_ps": 70,
        "clockBufferDepth": 4,
    },
    "placed_design": {
        "dp_hpwl_um": 642000,
        "io_buffer_count": 21,
        "place_congestion": 0.976,
    },
    "status": {
        "status": "completed",
    },
    "cells_and_area": {
        "lay_top_cells": "edfxtp_1 (8,192), mux4_2 (2,080), nor2_1 (1,167)",
        "syn2layout_area_growth_pct": 11.9,
        "layout-drive-gt1-share_pct": 25.4,
        "lay_top_count": "edfxtp_1",
    },
    "hold_path": {
        "hp-start": "read_ptr[1]",
        "hold_class": "flip-flop to flip-flop",
        "min_path_cells": 2,
    },
    "floorplan": {
        "die_area_um2": 643000,
        "initial_core_util_pct": 50.2,
        "core_area_um2": 637000,
        "io_pins": 22,
        "die_y_um": 802,
        "die_w_um": 802,
        "rows": 293,
    },
    "job": {
        "cap_violations": 0,
        "warnings": 37,
    },
}
-- worst min-delay path, cell delays in order (launching register included) --
cell and delay, ps:
dfxtp_1 330, nand2_1 60, a21oi_1 60
-- synth_stat cells, types with 12 or more instances --
library cell / count
o21ai_0: 98
buf_4: 129
or3_1: 12
a22o_1: 35
and2_1: 31
a211oi_1: 90
dfxtp_1: 48
mux2i_1: 435
nand2b_1: 15
a2111oi_0: 27
nand4_1: 37
nand3_1: 102
nor2b_1: 30
nor2_1: 1184
buf_2: 251
and3_1: 20
inv_1: 24
a21oi_1: 160
clkbuf_1: 403
edfxtp_1: 8192
nor4_1: 28
mux4_2: 2080
nor3_1: 80
a311oi_1: 16
nand2_1: 419
a31oi_1: 46
o211ai_1: 16
a221oi_1: 43
ha_1: 17
o22ai_1: 182
a22oi_1: 156
o31ai_1: 12
buf_1: 36
o221ai_1: 43
mux2_2: 12
buf_6: 115
-- area by class of cell --
type	instances	area [µm²]
timing repair buffer	737	5980
clock buffer	984	21100
sequential	8240	247000
inverter	27	129
clock inverter	505	4940
antenna	137	343
tap	8407	10500
multi-input combinational	5585	67900
fill	45800	279000
-- per-stage QoR --
| step | power (mW) | util, % | cells | setup WS [ps] | area [µm²] |
|---|---|---|---|---|---|
| after floorplan | 2.32 | - | 14800 | 139790 | 320000 |
| after global routing | 4.17 | 56.2 | 24500 | 138130 | 358000 |
| after detailed placement | 2.42 | 52.1 | 23000 | 137280 | 331000 |
| after global placement | 2.42 | 52.1 | 23000 | 137320 | 331000 |
| final | 4.07 | 56.2 | 24600 | 138200 | 358000 |
| after CTS | 4.09 | 56.1 | 24500 | 138490 | 358000 |
-- power groups by stage --
| stage | clock network, mW | logic [mW] | registers [mW] |
|---|---|---|---|
| CTS | 1.71 | 0.243 | 2.14 |
| global route | 1.78 | 0.257 | 2.14 |
| finish | 1.69 | 0.243 | 2.14 |
-- registers in the layout, indices dropped and copies added (netlist names), named ones only --
signal     count
read_ptr      10
dataout        8
counter       10
ram         8192
write_ptr     10
-- layer usage --
| layer | share of wire (%) | track usage [%] | vias to the layer above |
|---|---|---|---|
| li1 | - | - | 63500 |
| met1 | 28 | 41.2 | 79800 |
| met2 | 44 | 45.8 | 13600 |
| met3 | 23 | 34.8 | 1958 |
| met4 | 4.8 | 13.3 | 160 |
| met5 | 0.66 | 8.38 | - |
-- cell families (layout without fill, tap and decap cells) --
family / Yosys count / count (layout) / synth area share [%]
and+or+nand+nor: 2005 / 2005 / 2.62
adders and majority gates: 18 / 18 / 0.0728
buffers and inverters: 980 / 2253 / 1.75
xor gates and xnor gates: 18 / 18 / 0.0493
other: 0 / 137 / 0
DFF: 8240 / 8240 / 77.2
AOI/OAI and AO/OA: 1009 / 1009 / 2.17
muxes: 2535 / 2535 / 16.1
-- how the worst max path moves through the flow --
stage         from     endpoint  slack, ps  cells after the start
CTS             wr  ram[966][1]     138490                     10
global route    wr  ram[966][2]     138130                     10
finish          wr  ram[966][1]     138200                     10
No activity file was given, so power comes from the tool's default toggle rates.
